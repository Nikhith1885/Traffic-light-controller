$ cat flow/run.sh
#!/bin/bash
# OpenROAD 26Q1-2900-gdf79404cd8, Yosys 0.63+post, stock flow scripts
make -C /OpenROAD-flow-scripts/flow DESIGN_CONFIG=/design/flow/config.mk WORK_HOME=/design/flow/orfs finish
$ cat flow/config.mk
export PLATFORM = sky130hd
export DESIGN_NAME = traffic_controller
export DESIGN_NICKNAME = traffic_controller
export VERILOG_FILES = /design/flow/design.v
export SDC_FILE = /design/flow/constraint.sdc
export NUM_CORES = 4
export LEC_CHECK = 1
export CORE_AREA = 10 10 90 90
export DIE_AREA = 0 0 100 100
$ cat flow/constraint.sdc
current_design traffic_controller

set clk_period 5.5
set clk_io_pct 0.2

create_clock -name clk0 -period $clk_period [get_ports {clk}]

set non_clock_inputs [all_inputs -no_clocks]
set_input_delay [expr $clk_period * $clk_io_pct] -clock clk0 $non_clock_inputs
set_output_delay [expr $clk_period * $clk_io_pct] -clock clk0 [all_outputs]
$ cat flow/design.v
`timescale 1ns / 1ps
module traffic_controller #(
    parameter integer GREEN_CYCLES  = 50,    
    parameter integer YELLOW_CYCLES = 10,    
    parameter integer CNT_WIDTH     = 16     
)(
    input  wire clk,
    input  wire rst_n,    
    output reg hw_green,
    output reg hw_yellow,
    output reg hw_red,
    output reg farm_green,
    output reg farm_yellow,
    output reg farm_red
);
    localparam [1:0]
        S_HW_GREEN   = 2'b00,
        S_HW_YELLOW  = 2'b01,
        S_FARM_GREEN = 2'b10,
        S_FARM_YELLOW= 2'b11;
    reg [1:0] state, next_state;
    reg [CNT_WIDTH-1:0] counter;
    wire [CNT_WIDTH-1:0] green_cycles  = GREEN_CYCLES;
    wire [CNT_WIDTH-1:0] yellow_cycles = YELLOW_CYCLES;
    always @(posedge clk or negedge rst_n) begin
        if (!rst_n) begin
            state   <= S_HW_GREEN;
            counter <= green_cycles - 1;
        end else begin
            state <= next_state;
            if (counter == 0) begin
                case (next_state)
                    S_HW_GREEN, S_FARM_GREEN: counter <= green_cycles - 1;
                    S_HW_YELLOW, S_FARM_YELLOW: counter <= yellow_cycles - 1;
                    default: counter <= green_cycles - 1;
                endcase
            end else begin
                counter <= counter - 1;
            end
        end
    end
    always @(*) begin
        case (state)
            S_HW_GREEN: begin
                if (counter == 0) next_state = S_HW_YELLOW; else next_state = S_HW_GREEN;
            end
            S_HW_YELLOW: begin
                if (counter == 0) next_state = S_FARM_GREEN; else next_state = S_HW_YELLOW;
            end
            S_FARM_GREEN: begin
                if (counter == 0) next_state = S_FARM_YELLOW; else next_state = S_FARM_GREEN;
            end
            S_FARM_YELLOW: begin
                if (counter == 0) next_state = S_HW_GREEN; else next_state = S_FARM_YELLOW;
            end
            default: next_state = S_HW_GREEN;
        endcase
    end
    always @(*) begin
        hw_green  = 1'b0;
        hw_yellow = 1'b0;
        hw_red    = 1'b0;
        farm_green  = 1'b0;
        farm_yellow = 1'b0;
        farm_red    = 1'b0;
        case (state)
            S_HW_GREEN: begin
                hw_green = 1'b1;
                farm_red = 1'b1;
            end
            S_HW_YELLOW: begin
                hw_yellow = 1'b1;
                farm_red   = 1'b1;
            end
            S_FARM_GREEN: begin
                farm_green = 1'b1;
                hw_red     = 1'b1;
            end
            S_FARM_YELLOW: begin
                farm_yellow = 1'b1;
                hw_red     = 1'b1;
            end
            default: begin
                hw_red = 1'b1;
                farm_red = 1'b1;
            end
        endcase
    end
endmodule
==> impl_metrics.py <==
# Physical implementation metrics
metrics = {
    "yosys": {
        "syn_area_sq_um": 996,
        "synth-edff-count": 0,
        "syn_avg_cell_area_sq_um": 10.9,
        "postSynth.asyncResetShare_pct": 100,
        "synth_cells": 91,
        "area_leaders": "dfrtp_1 (40%), dfstp_2 (11%), mux2_2 (10%)",
        "ys_area_sq_um": 996,
        "seq_area_frac_synth_pct": 50.8,
        "top_area_cell": "dfrtp_1",
        "synthFlopType": "dfrtp_1",
        "ys_cells": 91,
        "yosys-top-cells-count": "dfrtp_1 (16), nor2_1 (16), mux2_2 (9), xnor2_1 (6)",
        "top_cell_area_share_pct": 40.2,
        "yosys_warnings": 1,
        "synth_flops": 20,
        "synth_cell_type_count": 29,
    },
    "timing": {
        "max_slew_margin_pct": 41.8,
        "fmax_mhz": 376,
        "worstMarginPinSlew_ns": 0.866,
        "clock_skew_ns": 0.00321,
        "slew_viol_final": 0,
        "finalHoldViolations": 0,
        "min_period_ns": 2.66,
        "rsz0062_at_grt": "no",
        "period_used_pct": 48.4,
        "fin_ws_ns": 2.84,
        "setup_viol": 0,
        "tns_ns": 0,
    },
    "layout": {
        "instances_no_fill": 178,
        "final-comb-area_sq_um": 460,
        "final_layout_size_suffix_gt1_share_pct": 23.8,
        "n_fill_cell": 670,
        "syn_to_final_growth_pct": 20.5,
        "seq_area_sq_um": 505,
    },
    "min_path": {
        "min-delay-start": "counter[0]",
        "hold_class": "reg -> reg",
    },
    "critical_path": {
        "path_class": "reg -> out",
        "endpoint_kind": "output pin",
        "path_max_fanout": 6,
        "worstSetupStartpointType": "register",
        "arrival_ns": 1.56,
        "timing.rr.start": "counter[1]",
        "required_ns": 4.40,
    },
    "place": {
        "place_ws_ns": 3.03,
        "io_buffers": 7,
        "gpl.final_weighted_congestion": 0.794,
        "dp_cells": 174,
        "hpwl_mm": 1.21,
    },
    "grt": {
        "grt_pass1_wl_mm": 3.21,
        "top_usage_layer": "met1",
        "grt_pass1_vias": 657,
        "antenna_found_initial": 0,
        "grt_max_degree": 21,
        "grt_util_met3_pct": 1.53,
        "grt-ovfl-total": 0,
        "met2_usage_pct": 4.98,
        "grt.total_usage_pct": 3.72,
        "globalRouteMet1Util_pct": 5.57,
    },
    "cts": {
        "insertion_delay_ns": 0.26,
        "root_buffer": "clkbuf_8",
        "max-clock-path-buffers": 2,
        "cts_resized": 0,
        "cts_tree": "built",
        "numCtsBuffers": 3,
        "cts.sinks": 20,
        "htree_levels": 1,
        "cts.clk_slew.worst_paths_ns": 0.07,
        "post_cts_buffers": 0,
        "cts_hold_buf": 0,
    },
    "floorplan": {
        "initial_core_util_pct": 15.9,
        "ios": 8,
        "coreArea_sq_um": 6280,
        "dieArea_sq_um": 10000,
        "rows": 29,
        "die_x_microns": 100,
        "die_y_microns": 100,
    },
    "drt": {
        "wl_mm": 1.77,
        "num_antenna_cells": 0,
        "viasPerCell": 3.58,
        "ant_nets": 0,
        "drt_iter0_drc": 41,
        "routedWlPerCell_microns": 9.95,
        "drc": 0,
        "first_pass_iters": 4,
        "vias": 638,
    },
    "status": {
        "status": "finished clean",
    },
    "power": {
        "ir_drop_uv": 108,
        "powerDensity_nw_per_um2": 209,
        "p_leak_nw": 0.523,
    },
    "run": {
        "maxCapViolCount": 0,
        "tool_warnings": 25,
    },
}
==> worst paths after layout <==
path	end	slack [ns]	depth (start not counted)
setup reg to reg	register	3.03	5
hold reg to reg	counter[0]	0.49	1
max in group asynchronous	counter[0]	4.06	2
setup / recovery	hw_green	2.84	3
hold / removal	counter[0]	0.49	1
min in group asynchronous	async pin	1.17	2
==> per-layer routing <==
metal	routed length [microns]	up-vias
met5	0	-
met4	28	0
met3	127	5
met2	679	11
met1	935	282
li1	-	340
==> cell usage in the layout (no fill, tap or decap), types with 2 or more instances in the layout <==
cell             count
a21oi_1              2
clkbuf_8             3
clkdlybuf4s50_1      7
dfrtp_1             16
dfstp_2              4
inv_1                4
mux2_2               9
nand2_1              3
nand3_1              2
nor2_1              16
nor3_1               4
nor4_1               3
o21ai_0              2
or2_2                2
or4_1                3
xnor2_1              6
==> worst max-delay path: stages (launching register included) <==
cell and delay [ns]:
dfrtp_1 0.43, or2_2 0.31, nor2_1 0.09, clkdlybuf4s50_1 0.47
==> metrics by stage <==
step | hold WS (ns) | util [%] | instance area, sq um | total power, W
6_report | 0.487 | 19.1 | 1200 | 0.000251
3_5_place_dp | 0.476 | 18.4 | 1150 | 0.000154
3_3_place_gp | 0.466 | 18.4 | 1150 | 0.000154
4_1_cts | 0.495 | 19.1 | 1200 | 0.000254
2_1_floorplan | 0.449 | - | 996 | 0.000150
5_1_grt | 0.538 | 19.1 | 1200 | 0.000263
==> where the power goes <==
part / switching (W) / internal [W]
logic: 0.00000286 / 0.00000109
registers: 0 / 0.000147
clock network: 0.0000487 / 0.0000516
==> logic make-up (layout without fill, tap and decap cells) <==
family                     Yosys count  after routing  share of synthesized area, %
muxes                               10             10                          11.2
buffers and inverters                6             16                          3.01
AOI/OAI and AO/OA                    8              8                          5.53
DFF                                 20             20                          50.8
and+or+nand+nor                     40             40                          23.0
adders and majority gates            1              1                          1.26
xor gates and xnor gates             6              6                          5.28
==> final cells by class <==
class	instances	share of cell area, %
clock buffer	4	3.75
inverter	4	1.25
multi-input combinational	65	38.4
sequential	20	42.1
tap	77	8.03
timing repair buffer	8	6.47
Power figures rest on the tool's default switching activity, not on a simulated workload.
